### run.sh
#!/bin/bash
# OpenROAD 26Q1-2900-gdf79404cd8, Yosys 0.63+post, stock flow scripts
make -C /OpenROAD-flow-scripts/flow DESIGN_CONFIG=/design/flow/config.mk WORK_HOME=/design/flow/orfs finish
### config.mk
export PLATFORM = sky130hd
export DESIGN_NAME = segtoggle
export DESIGN_NICKNAME = segtoggle
export VERILOG_FILES = /design/flow/design.v
export SDC_FILE = /design/flow/constraint.sdc
export NUM_CORES = 4
export LEC_CHECK = 1
export CORE_AREA = 10 10 95 95
export DIE_AREA = 0 0 105 105
### constraint.sdc
current_design segtoggle

set clk_period 2.8
set clk_io_pct 0.2

create_clock -name clk0 -period $clk_period [get_ports {clk}]

set non_clock_inputs [all_inputs -no_clocks]
set_input_delay [expr $clk_period * $clk_io_pct] -clock clk0 $non_clock_inputs
set_output_delay [expr $clk_period * $clk_io_pct] -clock clk0 [all_outputs]
### design.v
`timescale 1ns / 1ps
module segtoggle(
    input [3:0] a,
    input [3:0] b,
    input clk,
    input rst,
    output reg [6:0] seg,
    output tglout
    );
	wire div20;
	reg [21:0] count;
    wire [3:0] selnum;
    always@(posedge(clk))
	   if (rst==1'b0)
		  count <= 22'b0;
	   else
		  count <= count+1'b1;
	assign div20 = count[19];
	assign tglout = div20;
    assign selnum = div20 ? a : b;
    always @ *
	begin
		case(selnum)
			4'b0000 : seg = 7'b0111111;
			4'b0001 : seg = 7'b0000110;
			4'b0010 : seg = 7'b1011011;
			4'b0011 : seg = 7'b1001111;
			4'b0100 : seg = 7'b1100110;
			4'b0101 : seg = 7'b1101101;
			4'b0110 : seg = 7'b1111101;
			4'b0111 : seg = 7'b0000111;
			4'b1000 : seg = 7'b1111111;
		endcase
	end
endmodule
==> metrics.csv <==
metric;value;unit
via count;917;
Tcrit/Tclk final;68.4;%
register bit total from synthesis;27;
Final Hold Violation Tally;0;
cts hold-fix bufs;0;
die x size;105;um
FF-to-FF setup slack;0.97;ns
clk ins delay skew pair;0.25;ns
HPWL after DPL;1660;um
routability cong.;0.727;
switching power;0.115;mW
Hold Path Depth;1;
CP Capture Type;primary output;
RSZ-0062 raised after global routing;false;
largest net degree at the start of global routing;18;
Worst slew margin;55.4;%
vias in the first global route;934;
CTS H-Tree Depth;1;
synthesized instance count;130;
chip area;11000;sq um
Final Cell Area;1470;sq um
syn_area_per_cell;8.83;sq um
die span in y;105;um
Hold Crit Start;count[0];
Sequential Power Share;53.4;%
Int Power;0.448;mW
Residual DRC;0;
crit-path cells;clkdlybuf4s50_1;
fraction of layout cells with a size suffix above 1;6.16;%
top-count cell post-synth;dfxtp_1;
RR Endpoint;count[16];
register pins left without a clock;7;
initial drt markers;63;
maximum clock frequency;0.522;GHz
Slew Viols, Final;0;
post-synthesis to final-layout area growth;27.7;%
total CTS buffers;3;
OpenROAD warning count;25;
max_cap viols;0;
Async SR Flop Fraction;0;%
CTS tree;built;
switching part of the total;20.4;%
Slowest cell on crit path;dfxtp_1;
crit path DRT;2.24;ns
R2R cell count;4;
Area after DPL;1410;sq um
Top cell area share;34.9;%
Clock power frac;38.0;%
DR WL met2;1110;um
Max Root-Sink Buffers;2;
CP top delay family;flip-flops;
setup_tns;0;ns
Netlist cell types;37;
top cells by count, synth;dfxtp_1, nor2_1, nand2_1, nand3_1;
initial antenna violation count;0;
row count;30;
setup repair bufs after CTS;0;
hold endpoint;count[0];
Crit path buffers/inverters;1;
core area;6910;sq um
final setup fails;0;
FF-to-FF Start;count[7];
Vias per Instance;3.79;
endpoints left unconstrained;14;
clk root buf;clkbuf_8;
most area-hungry cell type in the Yosys netlist;dfxtp_1;
met3 WL post-DR;25;um
critical path launch point type;flip-flop;
Max VDD drop;0.000279;V
Total Routing Usage GR;4.26;%
Leak Pwr;0.490;nW
Final ANT Viol Nets;0;
worst-path fanout max;8;
Worst EP arrival;1.36;ns
ys flop type;dfxtp_1;
PD cells;384;nW/um^2
Port Buffers;17;
outcome;complete, no violations;
slew of the pin with the lowest slew margin;0.650;ns
wire per inst;9.11;um
wl on met1;1030;um
crit-path max cell delay;0.55;ns
Largest cells by area;dfxtp_1, dlxtn_1, xor2_1, nor2_1, xnor2_1;
post-cts sizing count;0;
dpl ws;0.948;ns
global route overflow;0;
Comb pwr share;8.5;%
DRT Pass-1 Iters;4;
final hold slack;0.472;ns
boundary pin count;18;
Post-synth EDFFs;0;
DR top layer;met4;
first-pass GRT wire length;4180;um
Yosys Instances;130;
Crit Path Category;reg -> out;
initial core utilization;16.6;%
yosys warns;1;
hold crit path type;reg -> reg;
utilization after layout;21.2;%
clk_skew;0.000675;ns
# diodes;0;
synthesized cell area;1150;sq um
post-route setup slack;0.884;ns
Chip Area, Yosys;1150;sq um
Total Wirelength;2210;um
CTS clk-pin slew, worst paths;0.07;ns
Period minus WS final;1.92;ns
[cells in the final DEF (no fill, tap or decap), types with 2 or more instances in the layout]
cell type	netlist	routed
a21oi_1	7	7
and2_1	3	3
and3_1	3	3
clkbuf_8	0	4
clkdlybuf4s50_1	0	17
dfxtp_1	20	20
dlxtn_1	7	7
inv_1	2	2
mux2i_1	5	5
nand2_1	8	8
nand3_1	8	8
nand4_1	3	3
nor2_1	14	14
nor3b_1	2	2
nor4_1	2	2
o21ai_0	6	6
o31ai_1	3	3
or4_1	3	3
xnor2_1	6	6
xor2_1	7	7
[stage by stage]
step / instances / power (mW)
2_1_floorplan: 130 / 0.330
3_3_place_gp: 238 / 0.355
3_5_place_dp: 238 / 0.356
4_1_cts: 242 / 0.574
5_1_grt: 242 / 0.595
6_report: 242 / 0.562
[how the worst max path moves through the flow]
stage	startpoint	end	cells after the start	slack, ns
finish	count[19]	tglout	1	0.88
CTS	count[19]	tglout	1	0.85
global route	count[7]	count[17]	4	0.78
[layout make-up]
type	instances	area, sq um
flip-flops and latches	27	505
fillers	779	5440
inverters	3	11.3
repair buffers	17	170
multi-input cells	95	603
well taps	96	120
clock buffers	4	55.1
[power groups by stage]
stage	clock network [mW]	registers (mW)	logic, mW
after CTS	0.224	0.300	0.0492
after global routing	0.238	0.301	0.0559
final	0.214	0.301	0.0479
[routing by layer]
metal	track usage (%)	up-vias
met1	5.79	420
met2	7.25	7
met5	0	-
met3	0.248	2
met4	0.980	0
li1	-	488
[cell families (layout without fill, tap and decap cells)]
family	count (synthesis)	count (layout)	synth area share [%]
latches	7	7	9.16
multiplexers	6	6	5.34
buffers and inverters	8	24	3.38
AND-OR/OR-AND	20	20	10.5
AND/OR/NAND/NOR	55	55	25.7
flip-flops	20	20	34.9
XOR/XNOR	13	13	9.92
adder cells (fa/ha/maj)	1	1	1.09
[state kept, by name, summed over array words and instances (netlist names)]
name / flops
count: 20
seg: 7
Power figures rest on the tool's default switching activity, not on a simulated workload.
