File: ./run.sh
#!/bin/bash
# OpenROAD 26Q1-2900-gdf79404cd8, Yosys 0.63+post, stock flow scripts
make -C /OpenROAD-flow-scripts/flow DESIGN_CONFIG=/design/flow/config.mk WORK_HOME=/design/flow/orfs finish
File: ./config.mk
export PLATFORM = sky130hd
export DESIGN_NAME = vCombine
export DESIGN_NICKNAME = vCombine
export VERILOG_FILES = /design/flow/design.v
export SDC_FILE = /design/flow/constraint.sdc
export NUM_CORES = 4
export LEC_CHECK = 1
export CORE_AREA = 10 10 101 101
export DIE_AREA = 0 0 111 111
File: ./constraint.sdc
current_design vCombine

set clk_period 4.3
set clk_io_pct 0.2

create_clock -name clk0 -period $clk_period [get_ports {clk_in}]

set non_clock_inputs [all_inputs -no_clocks]
set_input_delay [expr $clk_period * $clk_io_pct] -clock clk0 $non_clock_inputs
set_output_delay [expr $clk_period * $clk_io_pct] -clock clk0 [all_outputs]
File: ./design.v
module vsevenseg(input [3:0] a, output reg [6:0] seg);
	always @ *
	begin
		case(a)
			4'b0000 : seg = 7'b0111111;
			4'b0001 : seg = 7'b0000110;
			4'b0010 : seg = 7'b1011011;
			4'b0011 : seg = 7'b1001111;
			4'b0100 : seg = 7'b1100110;
			4'b0101 : seg = 7'b1101101;
			4'b0110 : seg = 7'b1111101;
			4'b0111 : seg = 7'b0000111;
			4'b1000 : seg = 7'b1111111;
		endcase
	end
endmodule
module clkgen(input clk_in,output clk_out );
reg [24:0] counter = 25'd0;
always @(posedge clk_in)
begin
    counter <= counter + 1'b1;
end
assign clk_out = counter[24];
endmodule
`timescale 1ns / 1ps
module vCombine(
	input clk_in,
	input rst,sel,pause,decrement,
	output [6:0] seg
    );
	 wire [2:0] w1;
	 wire [3:0] w2,w3;
	 wire [23:0] clk_out;
	clkgen clk(.clk_in(clk_in),.clk_out(clk_out));
	vcount count(.clk(clk_out),.rst(rst),.pause(pause),.decrement(decrement),.q(w1));
	vconvert convert(.inNumber(w1),.outNumber(w2));
	assign w3=(sel)? w2:w1;
	vsevenseg u1(.a(w3),.seg(seg));
endmodule
`timescale 1ns / 1ps
module vconvert(
    input [2:0] inNumber,
    output reg[3:0] outNumber
    );
always @ *
	case(inNumber)
		3'b000 : outNumber = 4'b1100;
		3'b001 : outNumber = 4'b0000;
		3'b010 : outNumber = 4'b1111;
		3'b011 : outNumber = 4'b1111;
		3'b100 : outNumber = 4'b1110;
		3'b101 : outNumber = 4'b1110;
		3'b110 : outNumber = 4'b1001;
		3'b111 : outNumber = 4'b0011;
	endcase
endmodule
`timescale 1ns / 1ps
module vcount(
    input clk,
    input rst,
    input pause,decrement,
	 output reg [2:0] q
    );
always@(posedge clk)
begin 
	if(pause)
		q<=q;
	else if(!rst)
		q <= 3'b000;
	else if(!decrement)
		q <= q + 1'b1;
	else
		q <= q - 1'b1;
end
endmodule
==> out/summary.txt <==
Result of the run - finished, final reports clean
Portion of total power attributed to the clock network - 34.0%
Largest net degree at the start of global routing - 14
Number of standard cells in the layout, taps in and fillers out - 279
HPWL after DPL - 1.84 mm
Die Y - 111 µm
CTS root buffer - sky130_fd_sc_hd__clkbuf_8
Proportion of power drawn by flip-flops and latches - 60.1%
Clock Skew - 2.75 ps
Congestion Overflow GR - 0
Initial DRC count - 40
Synth flops - 39
# H-tree levels - 1
Switch share - 20.1%
Fraction of synthesis flops using an asynchronous set or reset pin - 0%
Via count of the first global-routing pass - 1,033
Main combinational cell family by area after synthesis - simple AND/OR/NAND/NOR gates
Number of cells after detailed placement - 275
Most common cell after layout, fill and taps aside - sky130_fd_sc_hd__dfxtp_1
Ratio of routed vias to standard cells - 3.91
Register pins left without a clock - 14
Initial standard-cell utilization of the core - 19.9%
Start-to-end type of the worst setup path - reg -> reg
Placed standard-cell area - 0.00184 mm²
Post-synthesis adder-cell area fraction - 2.01%
Post-layout period usage of the worst path - 38.3%
Average instance area after synthesis - 9.97 µm²
Largest type area fraction - 35.9%
Achievable Freq - 607 MHz
# Max-Cap Violations - 0
Count of cells resized by post-cts repair - 0
Number of flops mapped to enable cells by yosys - 3
Number of unconstrained endpoints - 24
TritonCTS Buffers - 3
Count of input and output buffers - 11
Global-route wire length before repair - 4.46 mm
Core area - 0.00813 mm²
DR WL/cell - 8.48 µm
Crit path time final - 1650 ps
Number of endpoints failing setup at the final stage - 0
Most frequent logic cells in the routed design - 29 x sky130_fd_sc_hd__dfxtp_1, 19 x sky130_fd_sc_hd__xnor2_1, 18 x sky130_fd_sc_hd__nand2_1
Number of endpoints with negative hold slack in the final report - 0
Layout overhead on the synthesized area - 17.0%
Total global routing track utilization - 4.03%
Post-synth design cell area - 0.00162 mm²
I/O pin cnt - 12
Kind of path behind the tightest hold check - reg -> reg
Number of standard cells reported by yosys - 162
Cell Rows - 33
Relative slew slack - 72.0%
Number of slew-limit violations in the final report - 0
Number of setup buffers added after CTS - 0
Biggest fanout along the worst timing path - 6
Chip area - 0.0123 mm²
Synth Area in Simple Gates - 23.6%
Yosys synthesis chip area - 0.00162 mm²
Crit end category - flop
Number of synthesis warnings - 6
Clock Pin Slew Worst Setup and Hold Paths - 80 ps
Leakage power - 0.698 nW
Prevailing post-synth register cell - sky130_fd_sc_hd__dfxtp_1
Design Area, Final - 0.00189 mm²
Clock latency on the worst-skew pair - 260 ps
Setup slack on the worst flop-to-flop path - 2650 ps
Clock tree buffer depth - 2
Routed Wire Length - 2.37 mm
Post-synthesis share of cell area spent on and-or and or-and gates - 5.34%
CTS tree - done
Diode count - 0
Worst hold slack across all endpoints - 428 ps
Cell area leaders - sky130_fd_sc_hd__dfxtp_1 36%, sky130_fd_sc_hd__xnor2_1 10%, sky130_fd_sc_hd__dlxtn_1 6.5%
Width of the chip - 111 µm
Via count - 1,092
Unique cell type count in the Yosys netlist - 36
Critical path arrival - 1800 ps
Required @ worst endpoint - 4450 ps
Fraction of final layout cells sized beyond drive strength 1 - 5.17%
Proportion of synthesized area in mux cells - 4.42%
Number of search-and-repair iterations in the first detailed-routing pass - 4
Number of antenna violations at the first check in global routing - 0
Post-route setup TNS - 0 ps
Post-synthesis cell count - 162
Total net switching power - 78.6 µW
Worst IR drop on VDD - 0.166 mV
Post-cts hold buffer count - 0
Tool warning count - 25
DRC violations left - 0
Crit start category - flop
Unrepaired setup endpoints after global routing - no
Core occupancy in the finished layout - 23.2%
Power Internal - 313 µW
GP Congestion - 0.796
Number of filler cells placed in the layout - 846
Largest area contributor in the netlist - sky130_fd_sc_hd__dfxtp_1
Pwr dens - 207 mW/mm²
Area fraction in xor and xnor cells - 14.6%
Slew at the pin with the worst max-slew slack - 409 ps
Logic gate share of total power - 6.0%
Antenna-violating nets left - 0
-- state kept, by name (all words and copies together) (netlist names) --
signal and cells:
u1.seg 7, count.q 3, w2 4, clk.counter 25
-- cell type report --
cell class                      instances  area, µm²  share of cell area, %
Tap cell                              105        131                   6.95
Timing Repair Buffer                   11        110                   5.83
Sequential cell                        39        776                   41.1
Clock buffer                            4       45.0                   2.38
Multi-Input combinational cell        115        808                   42.8
Inverter                                5       18.8                  0.993
-- per-stage QoR --
stage	power, mW	setup WS (ps)
6_report	0.392	2650
5_1_grt	0.412	2520
4_1_cts	0.399	2650
3_5_place_dp	0.264	2670
3_3_place_gp	0.264	2730
2_1_floorplan	0.255	2840
-- final timing paths --
check,start,to,cells after the start
setup / recovery,clk.counter[0],clk.counter[22],5
hold reg to reg,clk.counter[0],clk.counter[0],1
hold / removal,clk.counter[0],clk.counter[0],1
setup reg to reg,clk.counter[0],clk.counter[22],5
-- critical path: stages (launching register included) --
cell                      delay [ps]
sky130_fd_sc_hd__dfxtp_1         390
sky130_fd_sc_hd__ha_1            220
sky130_fd_sc_hd__nand4_1         250
sky130_fd_sc_hd__nor4_4          370
sky130_fd_sc_hd__nand4_1         170
sky130_fd_sc_hd__xnor2_1         150
-- logic make-up after synthesis --
| kind of cell | after synthesis |
|---|---|
| compound gates | 14 |
| xor+xnor | 27 |
| fa+ha+maj | 2 |
| buf+inv | 8 |
| flops | 32 |
| latches | 7 |
| mux | 7 |
| simple gates | 65 |
-- synthesized netlist by cell type (2+ instances only) --
cell / number
sky130_fd_sc_hd__dlxtn_1: 7
sky130_fd_sc_hd__nor2b_1: 3
sky130_fd_sc_hd__nor4_4: 2
sky130_fd_sc_hd__nand4_1: 6
sky130_fd_sc_hd__and3_1: 2
sky130_fd_sc_hd__nor2_1: 8
sky130_fd_sc_hd__edfxtp_1: 3
sky130_fd_sc_hd__and4_1: 2
sky130_fd_sc_hd__clkbuf_1: 2
sky130_fd_sc_hd__nand3_1: 12
sky130_fd_sc_hd__nor3_1: 3
sky130_fd_sc_hd__dfxtp_1: 29
sky130_fd_sc_hd__inv_1: 5
sky130_fd_sc_hd__xnor2_1: 19
sky130_fd_sc_hd__xor2_1: 8
sky130_fd_sc_hd__and2_1: 3
sky130_fd_sc_hd__o21ai_0: 7
sky130_fd_sc_hd__mux2i_1: 6
sky130_fd_sc_hd__nand2_1: 18
-- metal layers --
metal  routed length (µm)  up-vias  global-route usage, %
met1                 1310      490                   5.83
li1                     -      579                      -
met5                    0        -                      0
met2                  950       23                   6.17
met4                    0        0                  0.174
met3                  107        0                   1.09
-- power groups by stage --
stage | combinational (mW) | clock, mW | sequential (mW)
4_1_cts | 0.0235 | 0.140 | 0.235
5_1_grt | 0.0268 | 0.149 | 0.236
6_report | 0.0233 | 0.133 | 0.235
Power figures rest on the tool's default switching activity, not on a simulated workload.
